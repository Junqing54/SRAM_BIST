==> ./design.v <==
`timescale 1ns / 1ps
module control(
    input [3:0] select,
    input clk,rst_done,
    output bg0,c1,mar_c,mar_a,rev_out,bln_out
    );
reg bg0_sig = 0;
reg c1_sig,mar_c_sig,mar_a_sig,rev_c1_sig,bln_out_sig = 0;
reg rst_sig = 0;
always @(posedge clk ) 
begin
case (select)
        1 :begin
               bg0_sig = 1;
           end
        2 :begin
               bln_out_sig = 1;
               bg0_sig = 1;
           end
        3 :begin
               c1_sig =1;
           end
        4 :begin
               c1_sig =1;
               rev_c1_sig =1;
           end 
        5 :begin
               mar_c_sig = 1;
           end 
        6 :begin
               mar_a_sig = 1;
           end                        
  default :begin
               bg0_sig = 0;
               c1_sig =0;
               rev_c1_sig =0;
               bln_out_sig = 0;
               mar_c_sig = 0;
               mar_a_sig =0;
           end
 endcase
 if(rst_done)
begin
               bg0_sig = 0;
               c1_sig =0;
               rev_c1_sig =0;
               bln_out_sig = 0;
               mar_c_sig = 0;
               mar_a_sig =0;
end 
end 
assign bg0 = bg0_sig;
assign c1 = c1_sig;
assign mar_c = mar_c_sig;
assign mar_a = mar_a_sig;
assign rev_out = rev_c1_sig ;
assign bln_out =bln_out_sig;
assign rst = rst_sig;           
endmodule
==> ./run.sh <==
#!/bin/bash
# OpenROAD 26Q1-2900-gdf79404cd8, Yosys 0.63+post, stock flow scripts
make -C /OpenROAD-flow-scripts/flow DESIGN_CONFIG=/design/flow/config.mk WORK_HOME=/design/flow/orfs finish
==> ./config.mk <==
export PLATFORM = sky130hd
export DESIGN_NAME = control
export DESIGN_NICKNAME = control
export VERILOG_FILES = /design/flow/design.v
export SDC_FILE = /design/flow/constraint.sdc
export NUM_CORES = 4
export LEC_CHECK = 1
export CORE_AREA = 10 10 70 70
export DIE_AREA = 0 0 80 80
==> ./constraint.sdc <==
current_design control

set clk_period 1.6
set clk_io_pct 0.2

create_clock -name clk0 -period $clk_period [get_ports {clk}]

set non_clock_inputs [all_inputs -no_clocks]
set_input_delay [expr $clk_period * $clk_io_pct] -clock clk0 $non_clock_inputs
set_output_delay [expr $clk_period * $clk_io_pct] -clock clk0 [all_outputs]
==> reports/metrics.yaml <==
outcome:
  outcome: "completed"
cts:
  numCtsBuffers: 3
  clkSinkCount: 6
  cts_tree: "done"
  hold_buffers: 0
  cts_setup_buffers: 0
  clockBufferDepth: 2
  clock-root-buffer: "clkbuf_4"
  htreeDepth: 1
  clock_latency_ns: 0.24
  ctsResizeCount: 0
  cts.clk_slew.worst_paths_ns: 0.04
pwr:
  comb_power_share_pct: 15.9
  pwr-share-clk_pct: 38.6
  intPower_mw: 0.275
  power_density_mw_per_mm2: 776
  total_power_mw: 0.348
  switching_share_pct: 20.9
  p_sw_mw: 0.0728
  peakVddDrop_mv: 0.228
  p_leak_nw: 0.165
  pwr-share-seq_pct: 45.5
timing:
  whs_ns: 0.472
  slew-limit-headroom_pct: 84.6
  setup_violations: 0
  finalHoldViolCount: 0
  drv_slew: 0
  fin_skew_ns: 0
  worstMarginPinSlew_ns: 0.230
  fmax_mhz: 708
  fin_setup_tns_ns: 0
  final.period_utilization_pct: 88.3
  period_needed_ns: 1.41
  rsz0062_at_grt: "false"
critical_path:
  cp.arrival_ns: 1.59
  cp_max_fo: 5
  slowest_delay_ns: 0.48
  critPathCaptureType: "register"
  path_cells: "clkdlybuf4s50_1 > and3_1 > or4_4 > nor2_1"
  path_delay_family: "simple AND/OR/NAND/NOR gates"
  slowest_stage: "clkdlybuf4s50_1"
  required_ns: 1.77
  worst-setup-path-type: "in2reg"
  start_kind: "primary input"
  cp_num_buf_inv: 1
synthesis:
  syn-cell-area_um2: 235
  ys_area_um2: 235
  ys_cells: 27
  synth_flops: 6
  ys_types: 10
  synth_area_per_cell_um2: 8.71
  largest_area_cell: "dfxtp_1"
  ys_warn_count: 2
  top_cell_area_share_pct: 51.1
  yosysSeqAreaShare_pct: 51.1
  postSynthCellCount: 27
  synthTopCellsByArea: "dfxtp_1, nor2_1, a21oi_1"
finish:
  final_core_util_pct: 13.1
  final_cell_mix: "clkdlybuf4s50_1, nor2_1, dfxtp_1"
  lay_top_count: "clkdlybuf4s50_1"
  fillers: 402
  layout-drive-gt1-share_pct: 20.5
  fin_cells: 90
  area_delta_synth_final_pct: 90.4
detailed_routing:
  route.detailed.wl_per_inst_um: 8.23
  via_count: 244
  vias_per_cell: 2.71
  routed_wl_um: 741
  insertedDiodeCount: 0
  drc: 0
  detail-route-antenna-nets: 0
  first_iter_violations: 4
  dr.pass1.iters: 2
placed_design:
  gp_congestion: 0.783
  dp_cells: 87
  port_buffers: 11
  hpwl_um: 600
flow_run:
  maxCapViolations: 0
  warnings: 25
floorplan:
  fp.dieH_um: 80
  io_pins: 12
  die-area_mm2: 0.00640
  rows: 21
  core_area_mm2: 0.00342
  fp_util_pct: 6.89
  die_x_um: 80
grt:
  grt_pass1_vias: 237
  grt_pass1_wl_mm: 1.10
  antenna_found_initial: 0
  grt_usage_pct: 2.41
  grt_max_degree: 6
  grt_overflow: 0
worst_hold_path:
  hp-class: "reg2reg"
[area by class of cell]
| type | count | area (um2) | share of cell area, % |
|---|---|---|---|
| timing repair buffer | 15 | 140 | 31.3 |
| sequential | 6 | 120 | 26.8 |
| multi-input combinational | 20 | 108 | 24.0 |
| tap | 46 | 57.6 | 12.8 |
| clock buffer | 3 | 22.5 | 5.03 |
[per-stage QoR]
stage               setup WS (ns)  area, um2
CTS                         0.199        448
global route                0.141        448
floorplan                   0.395        235
global placement          -0.0356        425
detailed placement        -0.0354        425
finish                      0.187        448
[worst register-to-register path, delay by kind of cell, from the launching register on]
family             cells  cell delay, ns
and+or+nand+nor        1            0.07
DFF                    1            0.31
AOI/OAI and AO/OA      1            0.26
[registers in the layout, indices dropped and copies added (netlist names)]
| signal | flops |
|---|---|
| mar_a_sig | 1 |
| mar_c_sig | 1 |
| rev_c1_sig | 1 |
| bln_out_sig | 1 |
| bg0_sig | 1 |
| c1_sig | 1 |
[logic make-up after synthesis]
logic type	after synthesis	synth area share (%)
AND/OR/NAND/NOR	15	31.9
buffers and inverters	1	3.19
flip-flops	6	51.1
AND-OR/OR-AND	4	10.1
XOR/XNOR	1	3.72
[synthesized netlist by cell type]
cell	n
nor2_1	10
dfxtp_1	6
a21oi_1	3
nor3_1	2
a221oi_1	1
and3_1	1
and3b_2	1
buf_4	1
or4_4	1
xor2_1	1
[power groups by stage]
stage                 combinational [mW]  clock (mW)  sequential (mW)
final                             0.0552       0.134            0.158
after CTS                         0.0555       0.141            0.158
after global routing              0.0609       0.156            0.158
[routing by layer]
| layer | global-route usage [%] | share of wire (%) | vias to the layer above |
|---|---|---|---|
| li1 | - | - | 131 |
| met1 | 3.26 | 51 | 99 |
| met2 | 1.85 | 22 | 14 |
| met3 | 3.52 | 26 | 0 |
| met4 | 0.176 | 0 | 0 |
| met5 | 0 | 0 | - |
[final timing paths]
path / start / endpoint / slack (ns) / depth (start not counted)
worst min-delay path: rev_c1_sig / rev_c1_sig / 0.47 / 2
worst min register to register: rev_c1_sig / rev_c1_sig / 0.47 / 2
worst max register to register: c1_sig / c1_sig / 0.84 / 2
worst max-delay path: select[2] / mar_a_sig / 0.19 / 4
Power figures rest on the tool's default switching activity, not on a simulated workload.
