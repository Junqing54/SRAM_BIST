File: flow/design.v
`timescale 1ns / 1ps
module SRAM(dat_in,addr_in,w_en,clk,read_d);
    input wire [3:0] dat_in;
    input wire [7:0] addr_in;
    input wire w_en, clk;
    output wire [3:0] read_d;
reg [3:0] ram[255:0] ;
reg [7:0] addr_reg = 8'b00000000;
reg [3:0] read_d_r = 4'b0000;
always @ (posedge clk)
begin
    if (w_en)begin
        ram[addr_in] = dat_in;
        addr_reg = addr_in;
        end
     else begin
        addr_reg = addr_in;
     end 
    read_d_r = ram[addr_reg];
    end
    assign read_d = read_d_r;
endmodule
File: flow/run.sh
#!/bin/bash
# OpenROAD 26Q1-2900-gdf79404cd8, Yosys 0.63+post, stock flow scripts
make -C /OpenROAD-flow-scripts/flow DESIGN_CONFIG=/design/flow/config.mk WORK_HOME=/design/flow/orfs finish
File: flow/config.mk
export PLATFORM = sky130hd
export DESIGN_NAME = SRAM
export DESIGN_NICKNAME = SRAM
export VERILOG_FILES = /design/flow/design.v
export SDC_FILE = /design/flow/constraint.sdc
export NUM_CORES = 4
export LEC_CHECK = 1
export CORE_UTILIZATION = 50
File: flow/constraint.sdc
current_design SRAM

set clk_period 12.1
set clk_io_pct 0.2

create_clock -name clk0 -period $clk_period [get_ports {clk}]

set non_clock_inputs [all_inputs -no_clocks]
set_input_delay [expr $clk_period * $clk_io_pct] -clock clk0 $non_clock_inputs
set_output_delay [expr $clk_period * $clk_io_pct] -clock clk0 [all_outputs]
==> flow_metrics.py <==
# Auto-generated metrics
metrics = {
    "placed_design": {
        "post-dp-hpwl_mm": 231,
        "io_buffers": 17,
        "dp_cells": 6362,
        "gpl.final_weighted_congestion": 1.22,
    },
    "logic_synthesis": {
        "yosysCellCount": 5114,
        "yosys.area.top_type_share_pct": 42.6,
        "ys_seq_elements": 1028,
        "synthesized_instance_count": 5114,
        "area_leaders": "sky130_fd_sc_hd__dfxtp_1, sky130_fd_sc_hd__mux2_2, sky130_fd_sc_hd__nand2_1",
        "ys.warnings.count": 2,
        "post_syn_area_per_cell_um2": 9.44,
        "syn-cell-area_um2": 48300,
        "synth-seq-area-share_pct": 42.6,
        "ys_dominant_reg_cell": "sky130_fd_sc_hd__dfxtp_1",
        "yosysUniqueCellTypes": 105,
        "synth-edff-count": 0,
        "yosysTopAreaCell": "sky130_fd_sc_hd__dfxtp_1",
        "async_flop_share_pct": 0,
        "synth_chip_area_um2": 48300,
    },
    "timing": {
        "fin_tns_setup_ns": 0,
        "final-hold-violation-count": 0,
        "final_min_period_over_clock_period_pct": 75.1,
        "skew_ns": 0.0506,
        "grt_setup_unrepaired": "no",
        "slew-limit-headroom_pct": -0.876,
        "achievable-frequency_ghz": 0.110,
        "max_slew.worst_pin.slew_ns": 1.50,
        "finalSetupViolCount": 0,
        "holdWs_ns": 0.452,
        "crit_path_time_final_ns": 9.09,
        "timing_max_transition_violations_final": 5,
    },
    "setup_path": {
        "crit_fanout": 44,
        "timing.setup.critical_path_class": "input port to register",
        "reg2regPathDepth": 8,
        "timing.critical_path.to_type": "register",
        "critPathArrivalTime_ns": 9.71,
        "worst_r2r_endpoint": "read_d_r[1]",
        "cp_data_required_time_ns": 12.73,
        "r2r_start": "ram[149][1]",
        "cp-start-kind": "input port",
        "r2r_slack_ns": 8.09,
    },
    "grt": {
        "largest_net_degree_at_the_start_of_global_routing": 95,
        "grt_pass1_wl_mm": 424,
        "globalRoute.busiestLayer": "met2",
        "grt_use_met1_pct": 75.2,
        "globalRouteMet2Util_pct": 78.5,
        "met3_usage_pct": 52.8,
        "grtUsageTotal_pct": 67.3,
        "grt_overflow_total": 0,
        "grt_antenna_before_repair": 51,
        "vias_in_the_first_global_route": 47500,
    },
    "pwr": {
        "leakage_nw": 21.2,
        "p_total_w": 0.0104,
        "power-per-cell-area_nw_per_um2": 188,
        "vdd_drop_max_uv": 136,
    },
    "min_path": {
        "min_from": "ram[113][0]",
        "cell_depth_of_the_worst_hold_path": 2,
        "timing.hold.worst.class": "register to register",
        "hold_end": "ram[113][0]",
    },
    "floorplanning": {
        "initial_core_util_pct": 50.7,
        "die_height_um": 313,
        "die_w_um": 313,
        "chip_area_um2": 97900,
        "top_level_ports": 18,
        "core_area_um2": 95300,
        "num_rows": 113,
    },
    "detailed_routing": {
        "vias": 52100,
        "drtAntennaViolNets": 0,
        "drt-pass1-iter-count": 12,
        "route.final.wire_length_mm": 322,
        "post-route-drc-count": 0,
        "routed_wire_length_per_instance_um": 48.6,
        "detail_route.iter0.violations": 8287,
        "drt-vias-per-instance": 7.86,
    },
    "clock_network": {
        "cts-hold-fix-buffers": 0,
        "tritoncts": "yes",
        "clkTransAtPathRegs_ns": 0.07,
        "cts_buffer_depth": 3,
        "insertion_delay_ns": 0.76,
        "cts_sink_cnt": 1028,
        "h-tree-depth": 3,
        "post_cts_setup_buffer_count": 0,
        "cts-resized-gates": 0,
        "cts_inserted_buffers": 106,
        "cts_root_buf": "sky130_fd_sc_hd__clkbuf_16",
    },
    "run_status": {
        "outcome": "finished, violations left",
        "violations": "capacitance limit, slew limit",
    },
    "job": {
        "warnings": 27,
        "cap_violations": 1,
    },
    "cells_and_area": {
        "synthToLayoutAreaGrowth_pct": 14.9,
        "utilization_after_layout_pct": 58.2,
        "final-instance-count-excl-fill": 6625,
        "final.fill_count": 8018,
        "drive_gt1_share_pct": 27.8,
    },
}
[cell families (layout without fill, tap and decap cells)]
| family | count (synthesis) | count (layout) | synth area share [%] |
|---|---|---|---|
| xor+xnor | 6 | 6 | 0.109 |
| flops | 1028 | 1028 | 42.6 |
| compound gates | 1239 | 1239 | 18.2 |
| simple gates | 1535 | 1535 | 15.9 |
| other cells | 0 | 66 | 0 |
| buf+inv | 478 | 658 | 3.96 |
| mux | 826 | 826 | 19.1 |
| fa+ha+maj | 2 | 2 | 0.0414 |
[state kept, by name (all words and copies together) (netlist names)]
signal	flops
ram	1024
read_d_r	4
[worst max path at each step]
stage         cells past startpoint           to        from  slack (ns)
global route                     14  read_d_r[2]  addr_in[4]        3.29
finish                           14  read_d_r[2]  addr_in[4]        3.01
CTS                              14  read_d_r[2]  addr_in[4]        3.77
[placed cells by master (no fill, tap or decap), types with 45 or more instances in the layout]
cell	n
sky130_fd_sc_hd__nand2_1	508
sky130_fd_sc_hd__a22o_1	64
sky130_fd_sc_hd__nand4_1	98
sky130_fd_sc_hd__nor2_1	328
sky130_fd_sc_hd__a32o_1	50
sky130_fd_sc_hd__a211oi_1	54
sky130_fd_sc_hd__mux2i_1	45
sky130_fd_sc_hd__nor4_1	49
sky130_fd_sc_hd__a21oi_1	142
sky130_fd_sc_hd__o21ai_0	330
sky130_fd_sc_hd__clkbuf_16	106
sky130_fd_sc_hd__inv_1	52
sky130_fd_sc_hd__buf_4	387
sky130_fd_sc_hd__diode_2	66
sky130_fd_sc_hd__nand3_1	135
sky130_fd_sc_hd__a22oi_1	108
sky130_fd_sc_hd__nor3_1	87
sky130_fd_sc_hd__dfxtp_1	1028
sky130_fd_sc_hd__a32oi_1	54
sky130_fd_sc_hd__mux2_2	781
[synthesized netlist by cell type (all sizes together), types with 15 or more instances]
library cell	instances
a2111oi	39
nor2	345
nand4b	20
or3	19
a22o	64
buf	95
clkbuf	326
o2111ai	23
a221oi	45
nand3	138
nand4	99
o211ai	35
o22ai	26
nor4	56
o21ai	343
o2bb2ai	26
a32o	50
or4	20
and2	33
a21oi	142
mux2i	45
inv	55
o221ai	15
a22oi	109
a221o	29
a211oi	56
and3	38
mux2	781
nand2b	22
and4	17
nor3	92
dfxtp	1028
nand2	509
nor4b	21
a31oi	36
a32oi	54
nor2b	15
or4b	15
[layout make-up]
class | instances | area [µm²] | area share [%]
sequential | 1028 | 20600 | 37.1
timing repair buffer | 404 | 3080 | 5.56
multi-input combinational | 3608 | 26100 | 47.1
inverter | 57 | 216 | 0.390
antenna | 66 | 165 | 0.298
clock buffer | 163 | 3240 | 5.83
clock inverter | 34 | 494 | 0.890
tap | 1265 | 1580 | 2.85
[routing by layer]
layer / vias to the layer above / part of all wire (%)
met3: 2025 / 19
li1: 19400 / -
met4: 82 / 12
met1: 25000 / 33
met2: 5558 / 35
met5: - / 1.1
[metrics by stage]
| step | area (µm²) | setup WS [ns] |
|---|---|---|
| 2_1_floorplan | 48300 | 5.48 |
| 3_3_place_gp | 51600 | 3.15 |
| 3_5_place_dp | 51600 | 3.01 |
| 4_1_cts | 55300 | 3.77 |
| 5_1_grt | 55400 | 3.29 |
| 6_report | 55500 | 3.01 |
[power by group]
part	leakage, nW	total, W	internal (W)	switching, W
Combinational	10.8	0.00228	0.000882	0.00139
Sequential	8.62	0.00464	0.00437	0.000269
Clock	1.84	0.00353	0.00202	0.00151
Total	21.2	0.0104	0.00727	0.00317
[critical path: stages]
cell and delay, ns:
sky130_fd_sc_hd__buf_2 0.59, sky130_fd_sc_hd__buf_4 0.62, sky130_fd_sc_hd__and3_1 0.25, sky130_fd_sc_hd__buf_4 0.24, sky130_fd_sc_hd__o221a_2 0.58, sky130_fd_sc_hd__nand3_1 0.87, sky130_fd_sc_hd__nor2_1 0.70, sky130_fd_sc_hd__mux2_2 0.41
sky130_fd_sc_hd__a22o_1 0.40, sky130_fd_sc_hd__a2111oi_0 0.74, sky130_fd_sc_hd__nand4_1 0.58, sky130_fd_sc_hd__or4b_1 0.75, sky130_fd_sc_hd__nor4_1 0.34, sky130_fd_sc_hd__a32oi_1 0.14
Power and IR drop assume default switching activity.
